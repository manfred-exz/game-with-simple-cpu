**/design/flow/constraint.sdc**
```tcl
current_design single_cycle_cpu_io

set clk_period 19.7
set clk_io_pct 0.2

create_clock -name clk0 -period $clk_period [get_ports {clk}]

set non_clock_inputs [all_inputs -no_clocks]
set_input_delay [expr $clk_period * $clk_io_pct] -clock clk0 $non_clock_inputs
set_output_delay [expr $clk_period * $clk_io_pct] -clock clk0 [all_outputs]
```
**/design/flow/run.sh**
```bash
#!/bin/bash
# OpenROAD 26Q1-2900-gdf79404cd8, Yosys 0.63+post, stock flow scripts
make -C /OpenROAD-flow-scripts/flow DESIGN_CONFIG=/design/flow/config.mk WORK_HOME=/design/flow/orfs finish
```
**/design/flow/config.mk**
```make
export PLATFORM = sky130hd
export DESIGN_NAME = single_cycle_cpu_io
export DESIGN_NICKNAME = single_cycle_cpu_io
export VERILOG_FILES = /design/flow/design.v
export SDC_FILE = /design/flow/constraint.sdc
export NUM_CORES = 4
export LEC_CHECK = 1
export CORE_UTILIZATION = 50
```
**/design/flow/design.v**
```verilog
module single_cycle_cpu_io (clk,clrn,pc,inst,m_addr,m_write,m_read,d_f_mem,d_t_mem
                            ); 								 
	input  clk, clrn;                                   	 
	input  [31:0] 	inst;                                 	 
	output [31:0] 	m_addr;                               	 
	output 			m_write;
	output 			m_read;
	input  [31:0] 	d_f_mem;                              	 
	output [31:0] 	d_t_mem;                              	 
	output [31:0] 	pc;                                   	 
	reg           wreg = 0;                                  
	reg           wmem = 0,rmem = 0;                         
	reg    [31:0] alu_out = 0;                               
	reg     [4:0] dest_rn = 0;                               
	reg    [31:0] next_pc = 0;                               
	wire   [31:0] pc_plus_4 = pc + 4;                   	 
	wire  [05:00] opcode = inst[31:26];
	wire  [04:00] rs     = inst[25:21];
	wire  [04:00] rt     = inst[20:16];
	wire  [04:00] rd     = inst[15:11];
	wire  [04:00] sa     = inst[10:06];
	wire  [05:00] func   = inst[05:00];
	wire  [15:00] imm    = inst[15:00];
	wire  [25:00] addr   = inst[25:00];
	wire          sign   = inst[15];
	wire  [31:00] offset = {{14{sign}},imm,2'b00};
	wire  [31:00] j_addr = {pc_plus_4[31:28],addr,2'b00};
	wire i_add  = (opcode == 6'h00) & (func == 6'h20);   
	wire i_sub  = (opcode == 6'h00) & (func == 6'h22);   
	wire i_and  = (opcode == 6'h00) & (func == 6'h24);   
	wire i_or   = (opcode == 6'h00) & (func == 6'h25);   
	wire i_xor  = (opcode == 6'h00) & (func == 6'h26);   
	wire i_sll  = (opcode == 6'h00) & (func == 6'h00);   
	wire i_srl  = (opcode == 6'h00) & (func == 6'h02);   
	wire i_sra  = (opcode == 6'h00) & (func == 6'h03);   
	wire i_jr   = (opcode == 6'h00) & (func == 6'h08);   
	wire i_addi = (opcode == 6'h08);                     
	wire i_andi = (opcode == 6'h0c);                     
	wire i_ori  = (opcode == 6'h0d);                     
	wire i_xori = (opcode == 6'h0e);                     
	wire i_lw   = (opcode == 6'h23);                     
	wire i_sw   = (opcode == 6'h2b);                     
	wire i_beq  = (opcode == 6'h04);                     
	wire i_bne  = (opcode == 6'h05);                     
	wire i_lui  = (opcode == 6'h0f);                     
	wire i_j    = (opcode == 6'h02);                     
	wire i_jal  = (opcode == 6'h03);                     
	wire i_slt  = (opcode == 6'h00) & (func == 6'h2a);	 
	wire i_slti = (opcode == 6'h0a);					 
	wire i_addiu= (opcode == 6'h09);
	wire i_addu = (opcode == 6'h00) & (func == 6'h21);	 
	wire i_lx = i_lb|i_lbu|i_lw;
	wire i_lb	= (opcode == 6'h20);					 
	wire i_lbu	= (opcode == 6'h24);					 
	reg [31:0] pc = -4;
	always @ (posedge clk or negedge clrn) begin
		if (!clrn) pc <= 0;
		else         pc <= next_pc;
	end
	wire [7:0]b_d_f_mem = 	m_addr[1:0] == 2'b00 ? d_f_mem[7:0] : (
							m_addr[1:0] == 2'b01 ? d_f_mem[15:8]: (
							m_addr[1:0] == 2'b10 ? d_f_mem[23:16]: 
											   d_f_mem[31:24]
											   )
											   );
	wire   [31:0] data_2_rf = i_lb ? { {24{b_d_f_mem[7]}}, b_d_f_mem } : 
										(i_lbu ? {24'h0, b_d_f_mem} : 
											(i_lw ? d_f_mem : alu_out
											)
										);
	reg    [31:0] regfile [1:31];                        
	wire   [31:0] a = (rs==0) ? 0 : regfile[rs];         
	wire   [31:0] b = (rt==0) ? 0 : regfile[rt];         
	integer i;
	initial begin 
		for(i = 1; i < 32; i = i+1)
			regfile[i] = 32'h0;
	end
	always @ (posedge clk) begin
	  if (wreg && (dest_rn != 0)) begin
			regfile[dest_rn] <= data_2_rf;               
	  end
	end
	assign m_read 	= rmem;
	assign m_write = wmem;
	assign d_t_mem =   b;                                
	assign m_addr  =   (i_lw|i_sw|i_lx) ? alu_out : 32'h0;                          
	always @(*) begin
		alu_out = 0;                                     
		dest_rn = rd;                                    
		wreg    = 0;                                     
		wmem    = 0;                                     
		rmem    = 0;                                     
		next_pc = pc_plus_4;
		case (1'b1)
			i_add: begin                                 
				 alu_out = a + b;
				 wreg    = 1; end
			i_addu: begin                                
				 alu_out = a + b;
				 wreg    = 1; end
			i_sub: begin                                 
				 alu_out = a - b;
				 wreg    = 1; end
			i_and: begin                                 
				 alu_out = a & b;
				 wreg    = 1; end
			i_or: begin                                  
				 alu_out = a | b;
				 wreg    = 1; end
			i_xor: begin                                 
				 alu_out = a ^ b;
				 wreg    = 1; end
			i_sll: begin                                 
				 alu_out = b << sa;
				 wreg    = 1; end
			i_srl: begin                                 
				 alu_out = b >> sa;
				 wreg    = 1; end
			i_sra: begin                                 
				 alu_out = $signed(b) >>> sa;
				 wreg    = 1; end
			i_jr: begin                                  
				 next_pc = a; end
			i_addi: begin                                
				 alu_out = a + {{16{sign}},imm};
				 dest_rn = rt;
				 wreg    = 1; end
			i_addiu: begin                                
				 alu_out = a + imm;
				 dest_rn = rt;
				 wreg    = 1; end
			i_andi: begin                                
				 alu_out = a & {16'h0,imm};
				 dest_rn = rt;
				 wreg    = 1; end
			i_ori: begin                                 
				 alu_out = a | {16'h0,imm};
				 dest_rn = rt;
				 wreg    = 1; end
			i_xori: begin                                
				 alu_out = a ^ {16'h0,imm};
				 dest_rn = rt;
				 wreg    = 1; end
			i_lx:										 
				begin                                 
				 alu_out = a + {{16{sign}},imm};
				 dest_rn = rt;
				 rmem    = 1;
				 wreg    = 1; end
			i_sw: begin                                  
				 alu_out = a + {{16{sign}},imm};
				 wmem    = 1; end
			i_beq: begin                                 
				 if (a == b) 
					next_pc = pc_plus_4 + offset; end
			i_bne: begin                                 
				 if (a != b) 
					next_pc = pc_plus_4 + offset; end
			i_lui: begin                                 
				 alu_out = {imm,16'h0};
				 dest_rn = rt;
				 wreg    = 1; end
			i_j: begin                                   
				 next_pc = j_addr; end
			i_jal: begin                                 
				 alu_out = pc_plus_4;
				 wreg    = 1;
				 dest_rn = 5'd31;
				 next_pc = j_addr; end
			i_slt: begin
				alu_out = $signed(a) < $signed(b) ? 1'b1 : 1'b0;
				wreg = 1;
				dest_rn = rd;
			end
			i_slti: begin
				alu_out = $signed(a) < $signed(imm) ? 1'b1 : 1'b0;
				dest_rn = rt;
				wreg	= 1;
			end
			default: ;
		endcase
	end
endmodule
```
==> job_summary.md <==
## PnR job results

| Metric | Value |
|---|---|
| Max-cap violations | `0` |
| RSZ-0062 raised after global routing | `no` |
| PwrDens | `87.74 mW/mm^2` |
| Worst skew pair latency | `0.75 ns` |
| Tmin final | `16.16 ns` |
| Area reported by Yosys stat | `0.06558 sq mm` |
| Max Freq | `61.88 MHz` |
| Post-cts resize count | `0` |
| Post-Syn Area per Cell | `12.57 sq um` |
| Num CTS Buffers | `104` |
| Initial antenna violation count | `24` |
| Post-synth cell types | `120` |
| Class of the worst hold path | `reg -> reg` |
| Init Core Util | `50.52%` |
| Clk_skew | `0.1068 ns` |
| Dominant synthesized flop cell | `edfxtp_1` |
| Port-buffer cells | `163` |
| Routed Antenna Nets | `0` |
| Worst EP required | `15.76 ns` |
| Post-synth top area cell | `edfxtp_1` |
| Dpl hpwl | `220400 um` |
| Post-layout util | `56.65%` |
| Via-per-instance ratio | `7.416` |
| Share of layout cells above drive strength 1 | `20.67%` |
| Pre-antenna DRT Iters | `7` |
| Largest net degree at the start of global routing | `84` |
| Clk buf depth | `3` |
| Placed cell count | `7061` |
| Yosys simple share | `8.609%` |
| Row count | `132` |
| Chip area | `0.1326 sq mm` |
| Worst Path Max Fanout | `59` |
| First-pass GRT wire length | `431500 um` |
| Cells after Synth | `5218` |
| Run status | `complete, no violations` |
| R2R cell count | `20` |
| Num ports | `164` |
| Yosys warnings | `1` |
| Tool warnings | `151` |
| Final cell count without fillers | `7260` |
| CTS tree | `built` |
| Vias in the first global route | `54889` |
| Proportion of synthesized area in mux cells | `20.16%` |
| Die width | `364.2 um` |
| Static leakage | `25.88 nW` |
| Cell area leaders | `edfxtp_1 (45%), mux4_2 (15%), ha_1 (4.2%), mux2i_1 (3.6%), a21oi_1 (2.4%)` |
| Postcts setup bufs | `0` |
| Peak VDD IR | `0.08073 mV` |
| Flops after synth | `1024` |
| Vert. Die Dim | `364.2 um` |
| Cell area after synthesis | `0.06558 sq mm` |
| Worst Tran Pin Value | `1.154 ns` |
| Worst flop-to-flop path startpoint | `regfile[30][6]` |
| Ys cells | `5218` |
| Area growth syn-to-layout | `12.14%` |
| Initial DRC Count | `6110` |
| CP endpoint kind | `output pin` |
| Headroom to the max-slew limit | `22.72%` |
| CTS Sinks | `1024` |
| Power, Total | `6.452 mW` |
| Startpoint types | `input port` |
| Area of the core | `0.1298 sq mm` |
| Synth logic family | `multiplexers` |
| GP Congestion | `1.205` |
| Clock Root Buffer | `clkbuf_16` |
| Final number of setup-violating endpoints | `0` |
| CP Data Arrival Time | `12.22 ns` |
| Yosys xor share | `1.402%` |
| TNS Setup | `0 ns` |
| Setup CP Type | `in -> out` |
| Crit path from | `inst[21]` |
| Total track usage | `51.87%` |
| Gr ovfl total | `0` |
| Dpl ws | `3.779 ns` |
| Aoi/oai-family share of the synthesized area | `14.87%` |
| Yosys adder share | `4.285%` |
| Wire length per cell | `43.28 um` |
| Final Hold Viols | `0` |
| Final period utilization | `82.03%` |
| Worst-path clk slew | `0.06 ns` |
| Async set-or-reset flop fraction in the synthesized netlist | `3.125%` |
| Setup WS post-layout | `3.540 ns` |
| Post-synth seq share | `46.64%` |
| # hold bufs at CTS | `0` |
| DRC | `0` |
| Vias after detailed routing | `53838` |
| H-tree levels | `3` |
| Slew Viols, Final | `0` |
| Hold Crit Depth | `3` |
| Hold wc startpoint | `pc[31]` |
| # fillers | `10522` |
| Drt total wl | `314200 um` |
| EDFF count, synth | `992` |
| Top-area cell share | `45.42%` |
==> registers in the layout, summed over array words and instances, names as in the netlist <==
name     count
pc          32
regfile    992
==> power by group <==
| group | internal, mW | switching, mW |
|---|---|---|
| clock | 1.10 | 0.865 |
| combinational | 0.650 | 1.30 |
| sequential | 2.50 | 0.0396 |
| total | 4.25 | 2.20 |
==> routing by layer <==
metal / track usage (%) / share of wire, % / vias up
li1: - / - / 21497
met1: 60.99 / 31 / 25968
met2: 69.83 / 42 / 4979
met3: 34.86 / 18 / 1340
met4: 33.58 / 9.0 / 54
met5: 7.807 / 0.49 / -
==> worst max-delay path, cell delays in order <==
cell	delay (ns)
buf_8	0.35
buf_12	0.45
buf_4	0.63
mux4_2	0.58
mux4_2	0.51
mux2i_1	0.48
nor2_1	0.34
inv_1	0.20
ha_1	0.36
a21oi_1	0.25
o2111ai_1	0.13
a41o_1	0.31
a31oi_1	0.90
a2111oi_0	0.32
nor4_1	0.47
o21ai_0	0.20
o211ai_1	0.22
o211ai_1	0.20
o31a_1	0.30
a21oi_1	0.33
clkdlybuf4s50_1	0.54
==> cells in the mapped netlist (72+ instances only) <==
cell and n:
mux2i_1 238, nor2_1 410, a22oi_1 72, o22ai_1 81, o21ai_0 232, clkbuf_1 195
nand2_1 267, inv_1 146, nor3_1 96, edfxtp_1 992, buf_2 72, a21oi_1 310
nand3_1 101, mux4_2 440, ha_1 219
==> stage by stage <==
step           cell area [sq um]  hold slack, ns
2_1_floorplan              65580          0.4643
3_3_place_gp               70120          0.6806
3_5_place_dp               70120          0.6916
4_1_cts                    73510          0.7000
5_1_grt                    73520          0.7306
6_report                   73540          0.7150
==> cell families after synthesis <==
kind of cell | count (synthesis)
xor+xnor | 105
simple gates | 1180
flops | 1024
compound gates | 1401
mux | 756
buf+inv | 529
fa+ha+maj | 223
==> final cells by class <==
type                       instances  area, sq um  area share, %
multi-input combinational       3665        32770          44.57
sequential                      1024        30590          41.60
timing repair buffer             471         3988          5.422
clock buffer                     119         2680          3.644
tap                             1742         2180          2.964
clock inverter                    71        706.9         0.9613
inverter                         160        600.6         0.8167
antenna                            8        20.02        0.02722
==> layout by cell type (no fill, tap or decap), drive strengths merged, types with 38 or more instances in the layout <==
| master | count |
|---|---|
| mux4 | 442 |
| nor3 | 101 |
| buf | 326 |
| nand2 | 268 |
| clkbuf | 119 |
| inv | 158 |
| clkinv | 62 |
| a21oi | 312 |
| mux2 | 74 |
| nand3 | 101 |
| mux2i | 240 |
| a221oi | 57 |
| a22oi | 73 |
| xor2 | 39 |
| nor2 | 411 |
| edfxtp | 992 |
| a31oi | 42 |
| a211oi | 71 |
| o211ai | 43 |
| clkdlybuf4s50 | 145 |
| o22ai | 81 |
| xnor2 | 66 |
| a221o | 45 |
| o21ai | 258 |
| nor2b | 42 |
| o31ai | 38 |
| o221ai | 64 |
| ha | 219 |
==> path summary, 6_finish.rpt <==
kind	end	slack [ns]
min in group asynchronous	pc[28]	3.24
worst min register to register	pc[31]	0.71
worst max-delay path	m_addr[30]	3.54
worst max register to register	regfile[21][0]	11.74
worst min-delay path	pc[31]	0.71
max in group asynchronous	pc[1]	16.04
Power figures rest on the tool's default switching activity, not on a simulated workload.
