--- design/flow/design.v ---
module scinstmem_make_code_break_code (a,inst);    
    input[31:0] a;                         
    output[31:0] inst;                     
    (* brom_map = "yes" *)
	reg[31:0] rom[0:124];
	assign inst = rom[a[8:2]];
	assign rom[7'h0] = 32'h341d0ffc;
	assign rom[7'h1] = 32'h3c10a000;
	assign rom[7'h2] = 32'h3c11c000;
	assign rom[7'h3] = 32'h341200ff;
	assign rom[7'h4] = 32'h341300f0;
	assign rom[7'h5] = 32'h8e150000;
	assign rom[7'h6] = 32'h02a0402a;
	assign rom[7'h7] = 32'h1100fffd;
	assign rom[7'h8] = 32'h02b2b024;
	assign rom[7'h9] = 32'h340a00e0;
	assign rom[7'ha] = 32'h12cafffa;
	assign rom[7'hb] = 32'h12d3000d;
	assign rom[7'hc] = 32'h00162025;
	assign rom[7'hd] = 32'h34050001;
	assign rom[7'he] = 32'h0c000021;
	assign rom[7'hf] = 32'h1440fff5;
	assign rom[7'h10] = 32'h22d6fff2;
	assign rom[7'h11] = 32'h0016b080;
	assign rom[7'h12] = 32'h8ed40000;
	assign rom[7'h13] = 32'h36840000;
	assign rom[7'h14] = 32'h0c00004d;
	assign rom[7'h15] = 32'h34540000;
	assign rom[7'h16] = 32'hae340000;
	assign rom[7'h17] = 32'h22310004;
	assign rom[7'h18] = 32'h08000005;
	assign rom[7'h19] = 32'h8e150000;
	assign rom[7'h1a] = 32'h02a0402a;
	assign rom[7'h1b] = 32'h1100fffd;
	assign rom[7'h1c] = 32'h02b2b024;
	assign rom[7'h1d] = 32'h00162025;
	assign rom[7'h1e] = 32'h34050000;
	assign rom[7'h1f] = 32'h0c000021;
	assign rom[7'h20] = 32'h08000005;
	assign rom[7'h21] = 32'h34080058;
	assign rom[7'h22] = 32'h14880007;
	assign rom[7'h23] = 32'h14a00004;
	assign rom[7'h24] = 32'h3409014c;
	assign rom[7'h25] = 32'h8d2a0000;
	assign rom[7'h26] = 32'h394a0001;
	assign rom[7'h27] = 32'had2a0000;
	assign rom[7'h28] = 32'h34020001;
	assign rom[7'h29] = 32'h03e00008;
	assign rom[7'h2a] = 32'h34080012;
	assign rom[7'h2b] = 32'h10880003;
	assign rom[7'h2c] = 32'h34080059;
	assign rom[7'h2d] = 32'h10880001;
	assign rom[7'h2e] = 32'h08000033;
	assign rom[7'h2f] = 32'h34080144;
	assign rom[7'h30] = 32'had050000;
	assign rom[7'h31] = 32'h34020001;
	assign rom[7'h32] = 32'h03e00008;
	assign rom[7'h33] = 32'h34080014;
	assign rom[7'h34] = 32'h10880001;
	assign rom[7'h35] = 32'h0800003a;
	assign rom[7'h36] = 32'h34080140;
	assign rom[7'h37] = 32'had050000;
	assign rom[7'h38] = 32'h34020001;
	assign rom[7'h39] = 32'h03e00008;
	assign rom[7'h3a] = 32'h34080011;
	assign rom[7'h3b] = 32'h10880001;
	assign rom[7'h3c] = 32'h08000041;
	assign rom[7'h3d] = 32'h34080148;
	assign rom[7'h3e] = 32'had050000;
	assign rom[7'h3f] = 32'h34020001;
	assign rom[7'h40] = 32'h03e00008;
	assign rom[7'h41] = 32'h3408000e;
	assign rom[7'h42] = 32'h0088482a;
	assign rom[7'h43] = 32'h11200002;
	assign rom[7'h44] = 32'h34020001;
	assign rom[7'h45] = 32'h03e00008;
	assign rom[7'h46] = 32'h3408005d;
	assign rom[7'h47] = 32'h0104482a;
	assign rom[7'h48] = 32'h11200002;
	assign rom[7'h49] = 32'h34020001;
	assign rom[7'h4a] = 32'h03e00008;
	assign rom[7'h4b] = 32'h34020000;
	assign rom[7'h4c] = 32'h03e00008;
	assign rom[7'h4d] = 32'h34080026;
	assign rom[7'h4e] = 32'h34090061;
	assign rom[7'h4f] = 32'h0089502a;
	assign rom[7'h50] = 32'h0104582a;
	assign rom[7'h51] = 32'h11400029;
	assign rom[7'h52] = 32'h11600028;
	assign rom[7'h53] = 32'h23bdfff8;
	assign rom[7'h54] = 32'hafb20000;
	assign rom[7'h55] = 32'hafb30004;
	assign rom[7'h56] = 32'h3408014c;
	assign rom[7'h57] = 32'h8d120000;
	assign rom[7'h58] = 32'h34080144;
	assign rom[7'h59] = 32'h8d130000;
	assign rom[7'h5a] = 32'h3408003f;
	assign rom[7'h5b] = 32'h0088482a;
	assign rom[7'h5c] = 32'h1520000f;
	assign rom[7'h5d] = 32'h34080060;
	assign rom[7'h5e] = 32'h10880007;
	assign rom[7'h5f] = 32'h3408005b;
	assign rom[7'h60] = 32'h10880008;
	assign rom[7'h61] = 32'h3408005c;
	assign rom[7'h62] = 32'h10880006;
	assign rom[7'h63] = 32'h3408005d;
	assign rom[7'h64] = 32'h10880004;
	assign rom[7'h65] = 32'h08000072;
	assign rom[7'h66] = 32'h12600010;
	assign rom[7'h67] = 32'h2082001e;
	assign rom[7'h68] = 32'h08000078;
	assign rom[7'h69] = 32'h1260000d;
	assign rom[7'h6a] = 32'h20820020;
	assign rom[7'h6b] = 32'h08000078;
	assign rom[7'h6c] = 32'h1260000a;
	assign rom[7'h6d] = 32'h00044080;
	assign rom[7'h6e] = 32'h210800a4;
	assign rom[7'h6f] = 32'h8d090000;
	assign rom[7'h70] = 32'h35220000;
	assign rom[7'h71] = 32'h08000078;
	assign rom[7'h72] = 32'h02534026;
	assign rom[7'h73] = 32'h15000003;
	assign rom[7'h74] = 32'h34080020;
	assign rom[7'h75] = 32'h00881020;
	assign rom[7'h76] = 32'h08000078;
	assign rom[7'h77] = 32'h00801020;
	assign rom[7'h78] = 32'h8fb20000;
	assign rom[7'h79] = 32'h8fb30004;
	assign rom[7'h7a] = 32'h23bd0008;
	assign rom[7'h7b] = 32'h03e00008;
endmodule
--- design/flow/run.sh ---
#!/bin/bash
# OpenROAD 26Q1-2900-gdf79404cd8, Yosys 0.63+post, stock flow scripts
make -C /OpenROAD-flow-scripts/flow DESIGN_CONFIG=/design/flow/config.mk WORK_HOME=/design/flow/orfs finish
--- design/flow/constraint.sdc ---
current_design scinstmem_make_code_break_code

set clk_period 4.6
set clk_io_pct 0.2

create_clock -name clk0 -period $clk_period

set non_clock_inputs [all_inputs -no_clocks]
set_input_delay [expr $clk_period * $clk_io_pct] -clock clk0 $non_clock_inputs
set_output_delay [expr $clk_period * $clk_io_pct] -clock clk0 [all_outputs]
--- design/flow/config.mk ---
export PLATFORM = sky130hd
export DESIGN_NAME = scinstmem_make_code_break_code
export DESIGN_NICKNAME = scinstmem_make_code_break_code
export VERILOG_FILES = /design/flow/design.v
export SDC_FILE = /design/flow/constraint.sdc
export NUM_CORES = 4
export LEC_CHECK = 1
export CORE_UTILIZATION = 50
==> results.tsv <==
stage	metric	value	unit
floorplan	Die Footprint	0.00768	sq mm
worst_setup_path	CP startpoint	a[6]	
sta	Tmin final	4.52	ns
sta	final worst path period share	98.4	%
place	DP HPWL	14400	microns
detailed_routing	drt pass-1 iters	7	
yosys	Avg Cell Area, Syn	6.19	sq um
place	port bufs	38	
power_and_ir_drop	clock share of power	0	%
worst_hold_path	hold crit path type	in -> out	
detailed_routing	number of remaining DRC errors	0	
worst_hold_path	min-delay src	a[8]	
power_and_ir_drop	combinational cell fraction of total power	100.0	%
place	Final Wtd Congestion	1.18	
sta	Fmax	0.221	GHz
run	max-cap violations	0	
detailed_routing	ANT nets after route	0	
global_route	GRT Total Usage	50.3	%
yosys	MUX area fraction	0.546	%
floorplan	core box area	0.00694	sq mm
status	status	finished clean	
floorplan	die height	87.6	microns
yosys	Seq/Total Area, Yosys	0	%
yosys	Ys Warns	158	
power_and_ir_drop	P_int	0.000234	W
cells_and_area	Final Non-Filler Cells	752	
sta	Final Max Tran Viols	0	
power_and_ir_drop	Net Sw Frac	53.2	%
place	Post-Place Cell Area	0.00445	sq mm
yosys	adder share	0	%
power_and_ir_drop	Peak VDD IR	0.000123	V
power_and_ir_drop	Net Sw Power	0.000266	W
cts	setup bufs post-CTS	0	
global_route	antenna violations before repair	0	
sta	RSZ-0062 raised after global routing	no	
worst_setup_path	CP Class	in -> out	
power_and_ir_drop	P per Cell Area	112	mW/mm^2
sta	# setup viols final	0	
place	placed cells	752	
global_route	first-pass GRT wire length	28300	microns
cells_and_area	fin area	0.00448	sq mm
detailed_routing	routed vias	5494	
floorplan	Die Width	87.6	microns
yosys	Post-Syn Area	0.00367	sq mm
sta	Worst-Margin Slew	0.769	ns
cells_and_area	flip-flops	0	
detailed_routing	DR WL/cell	25.1	microns
sta	Slew headroom	48.1	%
floorplan	Site Rows	30	
power_and_ir_drop	Tot Pwr	0.000500	W
global_route	vias in the first global route	5011	
yosys	Yosys Instances	592	
cells_and_area	post-layout util	64.5	%
power_and_ir_drop	Pleak	1.67	nW
worst_setup_path	Worst setup SP type	primary input	
cells_and_area	P&R area growth vs syn	22.2	%
floorplan	FP Core Util	52.8	%
worst_setup_path	CP arrival	3.60	ns
yosys	Syn Inst Count	592	
worst_setup_path	crit path DRT	3.68	ns
yosys	chip area line of the yosys report	0.00367	sq mm
floorplan	num ports	64	
yosys	Synth logic family	simple AND/OR/NAND/NOR gates	
yosys	Synth Area in Compound Gates	33.2	%
power_and_ir_drop	Sequential Power Share	0	%
run	Log Warnings	57	
cells_and_area	Seq. cell area	0	sq um
yosys	dominant cell type by area after synthesis	nor2_1	
cells_and_area	CLK BUF	0	
detailed_routing	vias per cell	7.31	
detailed_routing	Starting DRT DRC Count	711	
yosys	Synth cell types	86	
yosys	Post-Synth Simple-Gate Area	51.7	%
cells_and_area	layout cell share with drive strength beyond 1	20.4	%
sta	final hold violation count	0	
yosys	Dominant cell area share	7.88	%
global_route	gr ovfl total	0	
detailed_routing	total wire length	18900	microns
worst_setup_path	Worst Setup End Kind	primary output	
cells_and_area	Fillers	656	
detailed_routing	ANT cells	0	
worst_setup_path	Max FO, Critical Path	25	
yosys	biggest area cells	nor2_1, nand2_1, a21oi_1	
yosys	yosys xor share	1.88	%
global_route	largest net degree at the start of global routing	36	
sta	TNS Setup	0	ns
==> layout by cell type (no fill, tap or decap), types with 6 or more instances in the layout <==
master,netlist,layout
a211oi_1,9,9
a21oi_1,37,36
a31oi_1,10,10
a32oi_1,8,8
and2_1,8,8
buf_4,17,90
clkdlybuf4s50_1,0,31
nand2_1,57,57
nand2b_1,16,16
nand3_1,24,24
nand3b_1,10,10
nand4_1,14,14
nand4b_1,6,6
nor2_1,77,77
nor2b_1,16,15
nor3_1,30,30
nor4_1,6,6
o211ai_1,7,7
o21ai_0,34,33
o22ai_1,9,9
o2bb2ai_1,7,7
o31ai_1,6,6
o32ai_1,6,6
==> synth_stat cells (all sizes together) (7+ instances only) <==
| cell | n |
|---|---|
| o211ai | 8 |
| nand2 | 59 |
| o2bb2ai | 7 |
| nand3b | 10 |
| nand4 | 16 |
| nand2b | 16 |
| a32oi | 8 |
| buf | 64 |
| nand3 | 26 |
| a31oi | 10 |
| nor3 | 31 |
| o22ai | 9 |
| and2 | 8 |
| nor2 | 79 |
| a211oi | 10 |
| nor2b | 18 |
| nor4 | 8 |
| o21ai | 38 |
| a21oi | 37 |
==> per-stage QoR <==
| step | hold WS, ns | setup WS, ns |
|---|---|---|
| after floorplan | 2.15 | 1.01 |
| after CTS | 2.77 | 0.0217 |
| after detailed placement | 2.76 | 0.0393 |
| after global routing | 2.82 | 0.000673 |
| final | 2.77 | 0.0755 |
| after global placement | 2.76 | 0.0441 |
==> critical path: stages <==
cell and delay [ns]:
clkbuf_4 0.29, buf_4 0.32, nor2b_1 0.20, buf_4 0.16
nor3_1 0.05, a32oi_1 0.33, o31ai_1 0.14, a2111oi_1 0.45
buf_4 0.20, nand4_1 0.09, clkdlybuf4s50_1 0.42
==> routing by layer <==
layer	track usage (%)	part of all wire, %
met2	73.1	40
met1	64.4	36
met4	26.8	7.7
met3	19.8	17
met5	0	0
==> worst paths after layout <==
check	to	slack, ns	depth (start not counted)
max	inst[23]	0.08	11
min	inst[1]	2.77	5
==> logic make-up after synthesis <==
group,count (synthesis)
compound gates,180
xor+xnor,7
buf+inv,73
mux,2
other cells,1
simple gates,329
==> area by class of cell <==
type	instances	area [sq um]	share of cell area, %
inverter	4	15.0	0.335
timing repair buffer	133	1120	25.0
multi-input combinational	519	3220	72.0
tap	96	120	2.68
==> power by group through the flow <==
stage	registers, W	logic (W)	clock network (W)
finish	0	0.000500	0
CTS	0	0.000480	0
global route	0	0.000526	0
==> what timing repair did <==
action	4_1_cts	5_1_grt
endpoints found under the setup margin	0	23
hold buffers	0	0
resized	0	9
Power figures rest on the tool's default switching activity, not on a simulated workload.
